==> flow/config.mk <==
export PLATFORM = sky130hd
export DESIGN_NAME = mux
export DESIGN_NICKNAME = mux
export VERILOG_FILES = /design/flow/design.v
export SDC_FILE = /design/flow/constraint.sdc
export NUM_CORES = 4
export LEC_CHECK = 1
export CORE_AREA = 10 10 70 70
export DIE_AREA = 0 0 80 80
==> flow/design.v <==
module mux(sel,inp0, inp1, inp2, inp3, inp4, inp5, inp6, inp7, inp8, 
           inp9, inp10, inp11, inp12, inp13, inp14, inp15, inp16, inp17,
           inp18, inp19, inp20, inp21, inp22, inp23, inp24, inp25, inp26,
           inp27, inp28, inp29, inp30, out);
  input [4:0] sel;
  input [1:0] inp0, inp1, inp2, inp3, inp4, inp5, inp6,
            inp7, inp8, inp9, inp10, inp11, inp12, inp13, 
            inp14, inp15, inp16, inp17, inp18, inp19, inp20,
            inp21, inp22, inp23, inp24, inp25, inp26,
            inp27, inp28, inp29, inp30;
  output reg [1:0] out;
  always @(sel or inp0  or inp1 or  inp2 or inp3 or inp4 or inp5 or inp6 or
            inp7 or inp8 or inp9 or inp10 or inp11 or inp12 or inp13 or 
            inp14 or inp15 or inp16 or inp17 or inp18 or inp19 or inp20 or
            inp21 or inp22 or inp23 or inp24 or inp25 or inp26 or inp27 or 
            inp28 or inp29 or inp30 )
  begin
    case(sel)
      5'b00000: out = inp0;  
      5'b00001: out = inp1;  
      5'b00010: out = inp2;  
      5'b00011: out = inp3;  
      5'b00100: out = inp4;  
      5'b00101: out = inp5;  
      5'b00110: out = inp6;  
      5'b00111: out = inp7;  
      5'b01000: out = inp8;  
      5'b01001: out = inp9;  
      5'b01010: out = inp10;
      5'b01011: out = inp11;
      5'b01101: out = inp12;
      5'b01101: out = inp13;
      5'b01110: out = inp14;
      5'b01111: out = inp15;
      5'b10000: out = inp16;
      5'b10001: out = inp17;
      5'b10010: out = inp18;
      5'b10011: out = inp19;
      5'b10100: out = inp20;
      5'b10101: out = inp21;
      5'b10110: out = inp22;
      5'b10111: out = inp23;
      5'b11000: out = inp24;
      5'b11001: out = inp25;
      5'b11010: out = inp26;
      5'b11011: out = inp27;
      5'b11100: out = inp28;
      5'b11101: out = inp29;
      default: out = 0;
    endcase
  end
endmodule 
==> flow/run.sh <==
#!/bin/bash
# OpenROAD 26Q1-2900-gdf79404cd8, Yosys 0.63+post, stock flow scripts
make -C /OpenROAD-flow-scripts/flow DESIGN_CONFIG=/design/flow/config.mk WORK_HOME=/design/flow/orfs finish
==> flow/constraint.sdc <==
current_design mux

set clk_period 2.4
set clk_io_pct 0.2

create_clock -name clk0 -period $clk_period

set non_clock_inputs [all_inputs -no_clocks]
set_input_delay [expr $clk_period * $clk_io_pct] -clock clk0 $non_clock_inputs
set_output_delay [expr $clk_period * $clk_io_pct] -clock clk0 [all_outputs]
==> impl_metrics.json <==
{
  "status": "finished clean",
  "period_used_pct": 98.6,
  "grt_max_degree": 13,
  "yosys_warnings": 1,
  "crit_family": "simple AND/OR/NAND/NOR gates",
  "leakage_nw": 0.804,
  "grt.busiest_layer": "met2",
  "syn_area_um2": 678,
  "ctsHoldBuffers": 0,
  "hpwl_um": 3090,
  "cp_cell_sequence": "buf_2, buf_6, buf_6, buf_4, nor3b_4, a21oi_2, nor3_1, or4_1, buf_2",
  "ys_cells": 95,
  "ir_worst_vdd_mv": 0.0590,
  "start_kind": "input port",
  "drt_iter0_drc": 35,
  "row_count": 21,
  "die_h_um": 80,
  "place_area_um2": 1550,
  "cp_data_required_time_ps": 1920,
  "chipWidth_um": 80,
  "syn-instance-count": 95,
  "slew_headroom_pct": 79.0,
  "worst_path_max_delay_cell": "or4_1",
  "syn_area_per_cell_um2": 7.14,
  "nClkBuffers": 0,
  "hp-class": "input port to output port",
  "place_congestion": 0.944,
  "grtUsageTotal_pct": 10.6,
  "yosysTopAreaCell": "mux2_2",
  "warnings": 37,
  "setup_viol": 0,
  "drc": 0,
  "worstPathMaxFanout": 4,
  "ant_nets": 0,
  "via_per_inst": 4.74,
  "fin_area_um2": 1740,
  "vias": 1086,
  "n_antenna_cell": 0,
  "synth-area-yosys_um2": 678,
  "met2_usage_pct": 18.9,
  "arrival_ps": 1890,
  "timing.final.ws_setup_ps": 33.8,
  "fin_crit_ps": 2370,
  "max-cap-violations": 0,
  "syn2layout_area_growth_pct": 157,
  "placed_cells": 225,
  "grt_antenna_before_repair": 0,
  "final_cells": 229,
  "dr.pass1.iters": 4,
  "wl_per_cell_um": 16.2,
  "io_pins": 69,
  "dpl_worst_slack_ps": -856,
  "end_kind": "output port",
  "power_w": 0.000269,
  "layout-drive-gt1-share_pct": 38.3,
  "synth_seq_share_pct": 0,
  "register_area_um2": 0,
  "rsz0062_at_grt": "yes",
  "yosys.area.top_type_share_pct": 11.6,
  "first_global_vias": 1208,
  "worstSetupPathType": "input port to output port",
  "coreArea_um2": 3420,
  "cp_slowest_stage_delay_ps": 480,
  "fp_util_pct": 19.9,
  "flops": 0,
  "ys_types": 37,
  "critical_path_buf_inv_count": 5,
  "overflow": 0,
  "grt_pass1_wl_um": 5660,
  "portBuffers": 65,
  "grt_use_met3_pct": 2.39,
  "max_freq_mhz": 423,
  "routed_wl_um": 3710,
  "chipArea_um2": 6400,
  "slew_viol_final": 0,
  "power.density_nw_per_um2": 155,
  "worstMarginPinSlew_ps": 315,
  "hold_viol": 0,
  "grt_use_met1_pct": 13.4,
  "synth.area.top_cells": "mux2_2 (12%), nand3_1 (9.6%), mux2i_1 (8.9%)"
}
-- cells by family (layout without fill, tap and decap cells) --
family	Yosys count	count (layout)	share of synthesized area, %
buffers and inverters	13	101	9.78
AOI/OAI and AO/OA	20	20	20.7
muxes	16	16	29.3
and+or+nand+nor	46	46	40.2
-- worst paths after layout --
check / startpoint / end / cells past startpoint
min: sel[0] / out[1] / 5
max: sel[1] / out[0] / 9
-- final cells by class --
class | count | area (um^2)
fillers | 334 | 1670
repair buffers | 99 | 918
inverters | 2 | 7.51
multi-input cells | 82 | 759
well taps | 46 | 57.6
-- synthesized netlist by cell type (all sizes together), types with 2 or more instances --
| master | instances |
|---|---|
| nand3 | 13 |
| buf | 8 |
| mux2 | 8 |
| mux2i | 6 |
| nand4 | 6 |
| a31oi | 5 |
| nor2b | 5 |
| nor3 | 5 |
| a21oi | 3 |
| clkbuf | 3 |
| nand3b | 3 |
| a22o | 2 |
| a22oi | 2 |
| inv | 2 |
| mux4 | 2 |
| nor2 | 2 |
| nor3b | 2 |
| o21ai | 2 |
| or3 | 2 |
-- placed cells by master (no fill, tap or decap), drive strengths merged, types with 3 or more instances in the layout --
master	synthesis	final
nor3	5	5
dlymetal6s2s	0	11
dlygate4sd2	0	15
mux2i	6	6
buf	8	41
mux2	8	8
clkdlybuf4s50	0	32
nand4	6	6
a21oi	3	3
nand3b	3	3
nand3	13	13
nor2b	5	5
a31oi	5	5
-- report_power, final --
part	leakage (nW)	internal [W]	switching, W
combinational	0.804	0.000175	0.0000949
clock	0	0	0
sequential	0	0	0
-- stage by stage --
step / hold WS, ps / utilization (%) / setup TNS (ps)
6_report: 1460 / 51.0 / 0
5_1_grt: 1510 / 51.0 / -27.8
4_1_cts: 1500 / 46.4 / 0
3_5_place_dp: 2170 / 45.5 / -1710
3_3_place_gp: 2190 / 45.5 / -1650
2_1_floorplan: 1150 / - / 0
-- metal layers --
layer  vias to the layer above  wire length, um
met4                         0                0
met5                         -                0
met1                       490             1590
li1                        557                -
met2                        39             1870
met3                         0              244
-- worst min-delay path: cells and delay by family --
family | cells | cell delay [ps]
AND/OR/NAND/NOR | 2 | 240
AND-OR/OR-AND | 1 | 50
buffers and inverters | 2 | 210
-- timing repair --
action,4_1_cts,5_1_grt
pin swaps,18,15
resized,59,38
endpoints found under the setup margin,2,2
setup buffers,2,1
gates cloned,1,0
No activity file was given, so power comes from the tool's default toggle rates.
