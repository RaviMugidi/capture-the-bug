[./run.sh]
#!/bin/bash
# OpenROAD 26Q1-2900-gdf79404cd8, Yosys 0.63+post, stock flow scripts
make -C /OpenROAD-flow-scripts/flow DESIGN_CONFIG=/design/flow/config.mk WORK_HOME=/design/flow/orfs finish
[./config.mk]
export PLATFORM = sky130hd
export DESIGN_NAME = seq_detect_1011
export DESIGN_NICKNAME = seq_detect_1011
export VERILOG_FILES = /design/flow/design.v
export SDC_FILE = /design/flow/constraint.sdc
export NUM_CORES = 4
export LEC_CHECK = 1
export CORE_AREA = 10 10 70 70
export DIE_AREA = 0 0 80 80
[./constraint.sdc]
current_design seq_detect_1011

set clk_period 1.0
set clk_io_pct 0.2

create_clock -name clk0 -period $clk_period [get_ports {clk}]

set non_clock_inputs [all_inputs -no_clocks]
set_input_delay [expr $clk_period * $clk_io_pct] -clock clk0 $non_clock_inputs
set_output_delay [expr $clk_period * $clk_io_pct] -clock clk0 [all_outputs]
[./design.v]
module seq_detect_1011(seq_seen, inp_bit, reset, clk);
  output seq_seen;
  input inp_bit;
  input reset;
  input clk;
  parameter IDLE = 0,
            SEQ_1 = 1, 
            SEQ_10 = 2,
            SEQ_101 = 3,
            SEQ_1011 = 4;
  reg [2:0] current_state, next_state;
  assign seq_seen = current_state == SEQ_1011 ? 1 : 0;
  always @(posedge clk)
  begin
    if(reset)
    begin
      current_state <= IDLE;
    end
    else
    begin
      current_state <= next_state;
    end
  end
  always @(inp_bit or current_state)
  begin
    case(current_state)
      IDLE:
      begin
        if(inp_bit == 1)
          next_state = SEQ_1;
        else
          next_state = IDLE;
      end
      SEQ_1:
      begin
        if(inp_bit == 1)
          next_state = IDLE;
        else
          next_state = SEQ_10;
      end
      SEQ_10:
      begin
        if(inp_bit == 1)
          next_state = SEQ_101;
        else
          next_state = IDLE;
      end
      SEQ_101:
      begin
        if(inp_bit == 1)
          next_state = SEQ_1011;
        else
          next_state = IDLE;
      end
      SEQ_1011:   
      begin
        next_state =IDLE;
      end
    endcase
  end
endmodule
==> impl_metrics.json <==
{
  "hold_viol": 0,
  "track_usage_pct": 1.530,
  "pwr-share-clk_pct": 60.9,
  "synth.distinct_cells": 9,
  "max-slew-margin-rel_pct": 88.71,
  "cts_hold_buffers": 0,
  "p_seq_share_pct": 34.3,
  "drc": 0,
  "fp-utilization_pct": 5.275,
  "ys_warn_count": 1,
  "syn_area_um2": 180.2,
  "worstPathRequired_ns": 0.80,
  "worstPathCellList": "nor3b_4, buf_2",
  "unclocked_regs": 3,
  "grt_pass1_vias": 155,
  "insertedDiodeCount": 0,
  "dp_hpwl_um": 342.8,
  "power_density_nw_per_um2": 1059,
  "untimed_endpoints": 3,
  "violations": "setup timing",
  "met3_usage_pct": 2.159,
  "worstPathArrival_ns": 0.92,
  "core-area_um2": 3416,
  "io_pins": 4,
  "warning_count": 27,
  "tightest_slew_ns": 0.1690,
  "hp-class": "input pin to flip-flop",
  "power.switching_mw": 0.07670,
  "rsz0062_at_grt": "yes",
  "use_met1_pct": 1.799,
  "numCtsBuffers": 3,
  "antenna_found_initial": 0,
  "fp.dieW_um": 80,
  "clk_pin_slew_ns": 0.04,
  "crit_path_max_incr_delay_ns": 0.33,
  "critPathLaunchType": "flip-flop",
  "cts_tree": "yes",
  "setup_ws_ns": -0.1159,
  "drive_above_1_share_pct": 41.38,
  "vias": 164,
  "leakage_nw": 0.1334,
  "drt_iter0_drc": 6,
  "cts_root_buf": "clkbuf_4",
  "max_freq_ghz": 0.8961,
  "grt_overflow": 0,
  "grt_pass1_wl_um": 752,
  "port_buffers": 3,
  "period_needed_ns": 1.116,
  "hold_start": "reset",
  "grt.busiest_layer": "met3",
  "crit_path_start": "current_state[0]$_SDFF_PP0_",
  "met2_usage_pct": 1.525,
  "cts_max_path_buffers": 2,
  "layout_top_cells": "buf_4, nor2b_1, clkbuf_4, dlxtn_1",
  "die_y_um": 80,
  "vdd_drop_max_mv": 0.2113,
  "final_util_pct": 9.963,
  "outcome": "finished with violations",
  "setup_viol": 1,
  "ant_nets": 0,
  "std_cell_rows": 21,
  "criticalPathCategory": "flip-flop to primary output",
  "drv_cap": 0,
  "syn_to_final_growth_pct": 88.89,
  "grt_max_degree": 5,
  "mostFrequentLayoutCell": "buf_4",
  "postSynthAreaPerCell_um2": 10.60,
  "wl_per_cell_um": 6.280,
  "slew_viol_final": 0,
  "die_area_um2": 6400,
  "crit_path_end_kind": "primary output",
  "ys_area_um2": 180.2,
  "cts-htree-levels": 1,
  "finalCritPeriodShare_pct": 111.6,
  "ys_ff": 6,
  "intPower_mw": 0.2835,
  "crit_fanout": 2,
  "place_ws_ns": -0.3588,
  "yosys-stat-cells": 17,
  "swShare_pct": 21.29,
  "gp_congestion": 0.7039,
  "dr.pass1.iters": 4,
  "critPathSlowestCell": "dfxtp_2",
  "comb_power_share_pct": 4.8,
  "wirelength_um": 471,
  "synthCells": 17,
  "vias_per_cell": 2.187
}
==> metrics by stage <==
| stage | std cells | total power [mW] | instance area [um^2] | hold WS [ns] | setup TNS (ns) |
|---|---|---|---|---|---|
| 4_1_cts | 73 | 0.3676 | 325.3 | 0.5610 | -0.1246 |
| 3_5_place_dp | 69 | 0.1420 | 290.3 | 0.8144 | -0.3588 |
| 2_1_floorplan | 17 | 0.1290 | 180.2 | 0.2716 | 0 |
| 5_1_grt | 75 | 0.3842 | 340.3 | 0.5889 | -0.1488 |
| 3_3_place_gp | 69 | 0.1414 | 290.3 | 0.8037 | -0.3124 |
| 6_report | 75 | 0.3602 | 340.3 | 0.5614 | -0.1159 |
==> logic make-up after synthesis <==
kind of cell | synth area share (%)
compound gates | 6.943
flops | 33.33
latches | 25.00
simple gates | 34.72
==> cells in the mapped netlist, drive strengths merged <==
cell type	instances	share of area, %
nor3b	2	8.3
dfxtp	3	33
and3	1	3.5
nand3b	1	4.2
or3b	1	4.9
nor2b	4	14
dlxtn	3	25
o21a	1	4.2
a21oi	1	2.8
==> registers in the layout, indices dropped and copies added, names as in the netlist <==
name	flops
current_state	3
next_state	3
==> what timing repair did <==
item / 4_1_cts / 5_1_grt
setup endpoints to repair: 1 / 1
setup buffers: 0 / 2
pin swaps: 1 / 0
gates resized: 8 / 0
hold endpoints to repair: 0 / 0
==> layer usage <==
| layer | share of wire, % | routed length [um] |
|---|---|---|
| met5 | 0 | 0 |
| met4 | 0 | 0 |
| met3 | 26 | 121 |
| met2 | 29 | 136 |
| met1 | 45 | 214 |
==> final timing paths <==
path	to	slack (ns)	cells past startpoint
worst max-delay path	seq_seen	-0.12	2
worst min-delay path	current_state[2]$_SDFF_PP0_	0.56	2
==> power groups by stage <==
| stage | combinational [mW] | sequential [mW] | clock (mW) |
|---|---|---|---|
| after CTS | 0.0173 | 0.124 | 0.227 |
| after global routing | 0.0192 | 0.124 | 0.241 |
| final | 0.0173 | 0.124 | 0.219 |
==> cell type report <==
cell class | instances | area (um^2)
Clock buffer | 4 | 26.28
Tap cell | 46 | 57.56
Fill cell | 400 | 3075
Timing Repair Buffer | 8 | 62.56
Sequential cell | 6 | 107.6
Multi-Input combinational cell | 11 | 86.33
==> critical path: cells and delay by family, from the launching register on <==
kind	cells	cell delay [ns]
buffers and inverters	1	0.14
DFF	1	0.33
and+or+nand+nor	1	0.21
Power is estimated from default activity; no workload was simulated.
